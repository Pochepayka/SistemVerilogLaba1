==> design.v <==
module APB_master
(
    input wire PCLK,                     
    input wire PWRITE_MASTER,            
    output reg PSEL = 0,                 
    input wire [31:0] PADDR_MASTER,      
    input wire [31:0] PWDATA_MASTER,     
    output reg [31:0] PRDATA_MASTER = 0, 
    output reg PENABLE = 0,              
    input wire PRESET,                   
    input wire PREADY,                   
    output reg [31:0] PADDR = 0,         
    output reg [31:0] PWDATA = 0,        
    input  wire [31:0] PRDATA,           
    output reg PWRITE = 0                
);
task apb_write;  
input  [31:0] inp_addr;
input  [31:0] inp_data;
begin
  PADDR = inp_addr;    
  PWDATA = inp_data;   
  PWRITE = 1'd1;       
  PSEL = 1'd1;         
  PENABLE = 1'd1;      
  if(PREADY)
   begin
     PSEL = !PSEL;         
     PENABLE = !PENABLE;  
   end
end
endtask
task apb_read;  
input [31:0] inp_addr;
begin
  if(!PREADY)
  begin
    PADDR = inp_addr;  
    PWRITE = 1'd0;
    PSEL = 1'd1;
    PENABLE = 1'd1;
  end
  else if(PREADY)
   begin
     PSEL = !PSEL;
     PENABLE = !PENABLE;
   end
end
endtask
always @(posedge PCLK) 
begin
    if(PRESET)  
    begin
      PADDR <= 32'b0;
      PWDATA <= 32'b0;
      PWRITE <= 1'b0;
      PSEL <= 1'b0;
      PENABLE <= 1'b0;
      PRDATA_MASTER <= 1'b0;
    end
    else if (!PWRITE_MASTER)  
     begin
        apb_read(PADDR_MASTER);  
     end
    else if (PWRITE_MASTER)  
     begin
        apb_write(PADDR_MASTER, PWDATA_MASTER);
     end
  end
always @(posedge PREADY)  
begin
  if (!PWRITE_MASTER)      
    begin
     PRDATA_MASTER <=PRDATA;  
    end
end
endmodule
==> run.sh <==
#!/bin/bash
# OpenROAD 26Q1-2900-gdf79404cd8, Yosys 0.63+post, stock flow scripts
make -C /OpenROAD-flow-scripts/flow DESIGN_CONFIG=/design/flow/config.mk WORK_HOME=/design/flow/orfs finish
==> config.mk <==
export PLATFORM = sky130hd
export DESIGN_NAME = APB_master
export DESIGN_NICKNAME = APB_master
export VERILOG_FILES = /design/flow/design.v
export SDC_FILE = /design/flow/constraint.sdc
export NUM_CORES = 4
export LEC_CHECK = 1
export CORE_UTILIZATION = 30
==> constraint.sdc <==
current_design APB_master

set clk_period 1.4
set clk_io_pct 0.2

create_clock -name clk0 -period $clk_period [get_ports {PCLK}]
create_clock -name clk1 -period $clk_period [get_ports {PREADY}]

set non_clock_inputs [all_inputs -no_clocks]
set_input_delay [expr $clk_period * $clk_io_pct] -clock clk0 $non_clock_inputs
set_output_delay [expr $clk_period * $clk_io_pct] -clock clk0 [all_outputs]
==> impl_metrics.tcl <==
# metrics dict for downstream scripts
set metrics [dict create \
    status "complete, no violations" \
    yosys_cells 291 \
    synth-simple-area-share_pct 22.6 \
    vias 2437 \
    syn-mean-instance-area_um2 10.7 \
    powerDensity_nw_per_um2 1390 \
    nFillCells 905 \
    netlist_area_um2 3110 \
    postCtsSetupBuffers 0 \
    setup_viol 0 \
    lay_top_count "dfxtp_2" \
    grt_pass1_wl_um 11500 \
    crit_top_cell "clkbuf_8" \
    top_logic_kind "simple AND/OR/NAND/NOR gates" \
    io_pins 199 \
    synth_warnings 65 \
    cts_tree "built" \
    warnings 128 \
    r2r_slack_ns 0.78 \
    worst_setup_path_end_kind "flop" \
    crit_chain "clkbuf_8 -> clkbuf_8 -> and2b_4 -> clkbuf_8 -> clkbuf_8 -> o21ai_1" \
    fin_worst_skew_ns 0 \
    avgViaCountPerCell 4.30 \
    io_buffers 133 \
    antenna_found_initial 0 \
    grt_util_all_layers_pct 13.5 \
    grt_overflow_total 0 \
    critical_path.slowest_cell "clkbuf_8" \
    hold_viol 0 \
    place.gp.congestion 0.779 \
    antennaDiodeCount 0 \
    topCellsByArea "dfxtp_1 (43%), nand4bb_1 (12%), mux2i_1 (10%)" \
    xor_area_share_pct 0 \
    ys_types 16 \
    ys_seq_share_pct 43.1 \
    antenna_left 0 \
    area_delta_synth_final_pct 52.7 \
    adder_share_pct 0 \
    cp_num_buf_inv 4 \
    wire_per_inst_um 12.7 \
    clkTransAtPathRegs_ns 0.07 \
    drtIter0Drc 44 \
    fin_hold_ws_ns 0.139 \
    hold_path_class "clock port to flop" \
    layout-drive-gt1-share_pct 30.6 \
    drv_cap 0 \
    path_class "clock port to flop" \
    synth_chip_area_um2 3110 \
    wl_um 7200 \
    max_stage_delay_ns 0.18 \
    cp_max_fo 9 \
    num_rows 36 \
    dp_hpwl_um 4380 \
    firstDrtPassIters 4 \
    grt_max_degree 60 \
    p_leak_uw 0.00221 \
    die_width_um 104 \
    lay_top_cells "dfxtp_2 (67), clkdlybuf4s50_1 (64), dlygate4sd2_1 (62)" \
    design.die.area_um2 10800 \
    route.detailed.drc 0 \
    crit_family "buffers and inverters" \
    final.setup.worst_slack_ns 0.0377 \
    core_um2 9910 \
    worstPathRequired_ns 1.66 \
    top_area_share_pct 43.1 \
    yosysTopAreaCell "dfxtp_1" \
    ys_sh_aoi_pct 9.42 \
    irDropWorstVdd_mv 0.610 \
    floorplanUtilization_pct 31.4 \
    synthCells 291 \
    slew_viol_final 0 \
    crit_arrival_ns 1.62 \
    setup_tns_ns 0 \
    dp_slack_ns 0.154 \
    ys_seq_elements 67 \
    rsz0062_at_grt "false" \
    grt_pass1_vias 2756 \
    muxShareOfSynthArea_pct 10.3 \
    start_kind "clock port" \
    fp.dieH_um 104 \
]
==> worst min-delay path: stages <==
cell and delay, ns:
clkbuf_8 0.12, clkbuf_8 0.17, o21a_1 0.12, nor2_1 0.03
==> metal layers <==
layer | vias to the layer above | track usage [%] | wire length, µm
met5 | - | 0 | 0
met4 | 0 | 11.6 | 265
met3 | 24 | 10.5 | 792
met2 | 146 | 15.0 | 2850
met1 | 1058 | 16.1 | 3290
li1 | 1209 | - | -
==> state kept, by name, summed over array words and instances, names as in the netlist <==
register	count
PADDR	32
PWDATA	32
PENABLE	1
PSEL	1
PWRITE	1
==> timing repair <==
item	CTS	global route
setup endpoints to repair	67	5
gates resized	129	5
hold buffers	0	0
==> synthesized netlist by cell type <==
| cell type | n |
|---|---|
| o21a_1 | 2 |
| buf_4 | 32 |
| nand4bb_1 | 32 |
| o21ai_1 | 2 |
| clkbuf_1 | 6 |
| nand2b_1 | 32 |
| and2b_4 | 1 |
| conb_1 | 1 |
| buf_6 | 1 |
| mux2i_1 | 32 |
| a21oi_1 | 1 |
| dfxtp_1 | 67 |
| o21ai_2 | 30 |
| buf_2 | 11 |
| buf_12 | 6 |
| nor2_1 | 35 |
==> layout make-up <==
class,count,area (µm²),share of cell area (%)
Timing Repair Buffer,137,1320,27.9
Sequential cell,67,1430,30.0
Multi-Input combinational cell,199,1440,30.2
Tap cell,133,166,3.50
Clock buffer,19,262,5.51
Clock inverter,12,136,2.87
==> power by group <==
group	internal [µW]	total, µW	switching, µW
Clock	1790	3440	1650
Sequential	2290	2430	144
Combinational	531	731	199
Total	4610	6600	1990
==> final timing paths <==
check                           startpoint    endpoint  depth (start not counted)
worst max-delay path                PREADY   PADDR[21]                          6
worst min-delay path                PREADY     PENABLE                          4
worst max register to register   PWDATA[1]   PWDATA[1]                          2
worst min register to register  PWDATA[20]  PWDATA[20]                          2
==> metrics by stage <==
stage          util, %  total power [µW]  cell area (µm²)  std cells
6_report          47.9              6600             4750        567
5_1_grt           47.9              7090             4750        567
4_1_cts           47.8              6830             4740        567
3_5_place_dp      43.7              3890             4330        536
3_3_place_gp      43.7              3890             4330        536
2_1_floorplan        -              3550             3230        322
==> cell families (layout without fill, tap and decap cells) <==
logic type | Yosys count | after routing
multiplexers | 32 | 32
flip-flops | 67 | 67
buffers and inverters | 56 | 168
other | 1 | 32
AND-OR/OR-AND | 35 | 35
AND/OR/NAND/NOR | 100 | 100
Power figures rest on the tool's default switching activity, not on a simulated workload.
